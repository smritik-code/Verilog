[./design.v]
module ALU (X,Y,Z,Sign, Zero, Carry,Parity, Overflow);
  input [15:0] X,Y;
  output [15:0] Z;
  output Sign, Zero, Carry,Parity, Overflow;
  assign {Carry,Z} = X+Y;
  assign Sign= Z[15];
  assign Zero= ~|Z;
  assign Parity= ~^Z;
  assign Overflow= (X[15] & Y[15] & ~Z[15]) | (~X[15] & ~Y[15]& Z[15]);
endmodule
[./run.sh]
#!/bin/bash
# OpenROAD 26Q1-2900-gdf79404cd8, Yosys 0.63+post, stock flow scripts
make -C /OpenROAD-flow-scripts/flow DESIGN_CONFIG=/design/flow/config.mk WORK_HOME=/design/flow/orfs finish
[./config.mk]
export PLATFORM = sky130hd
export DESIGN_NAME = ALU
export DESIGN_NICKNAME = ALU
export VERILOG_FILES = /design/flow/design.v
export SDC_FILE = /design/flow/constraint.sdc
export NUM_CORES = 4
export LEC_CHECK = 1
export CORE_AREA = 10 10 82 82
export DIE_AREA = 0 0 92 92
[./constraint.sdc]
current_design ALU

set clk_period 14.2
set clk_io_pct 0.2

create_clock -name clk0 -period $clk_period

set non_clock_inputs [all_inputs -no_clocks]
set_input_delay [expr $clk_period * $clk_io_pct] -clock clk0 $non_clock_inputs
set_output_delay [expr $clk_period * $clk_io_pct] -clock clk0 [all_outputs]
==> flow_metrics.tcl <==
# yosys + openroad results
set metrics [dict create \
    fin_area_um2 1700 \
    core_area_um2 5070 \
    drive_above_1_share 0.0681 \
    path_cells "clkdlybuf4s50_1, ha_1, inv_1, fa_1, nor2b_4, o31a_1, o31a_4, a31oi_4, mux2i_1, o2111a_1, ha_1, xnor2_1, xnor2_1, xnor2_1, clkdlybuf4s50_1" \
    ir_drop_uv 49.8 \
    critPathLaunchType "input pin" \
    grt_setup_unrepaired "false" \
    logic_family "AND-OR/OR-AND gates" \
    slowest_delay_ns 0.49 \
    comb_area_um2 1010 \
    synth_top_cell_by_area "ha_1" \
    synth_cell_types 41 \
    tightest_slew_ns 0.390 \
    ff_latch_area_um2 0 \
    netlist_area_um2 1110 \
    post_drt_wl_per_cell_um 11.7 \
    vias 1090 \
    antenna_found_initial 0 \
    fillers 555 \
    gr-total-overflow 0 \
    critPathTopFamily "AND-OR/OR-AND gates" \
    cts_resized 0 \
    max_clock_freq_ghz 0.109 \
    wirelength_um 3040 \
    finalHoldViolCount 0 \
    initCoreUtil 0.218 \
    antenna-diode-count 0 \
    n_clock_buffer 0 \
    status "complete, no violations" \
    syn_inst 143 \
    critPathMaxFanout 4 \
    grt_use_met1 0.0974 \
    globalplace.congestion 0.803 \
    finalSetupTns_ns 0 \
    setup_viol 0 \
    ys_sh_aoi 0.305 \
    fin_ws_ns 5.01 \
    drt_iter0_drc 24 \
    ys_sh_simple 0.132 \
    final_cell_mix "clkdlybuf4s50_1, ha_1, inv_1" \
    ys_seq_share 0 \
    critPathSlowestCell "clkdlybuf4s50_1" \
    total_leakage_power_nw 0.755 \
    min_path_type "input pin to output pin" \
    yosysWarnings 0 \
    drv_slew 0 \
    die_y_um 92 \
    path_buffers 3 \
    cp.arrival_ns 6.35 \
    area.growth.synth_to_final_pct 53.3 \
    dieWidth_um 92 \
    maxCapViolCount 0 \
    drtPass1Iterations 4 \
    syn_area_per_cell_um2 7.75 \
    post-place-ws_ns 5.01 \
    met2_usage 0.111 \
    finalClockPeriodUsage 0.647 \
    mostFrequentLayoutCell "clkdlybuf4s50_1" \
    tool_warnings 33 \
    die_area_um2 8460 \
    post-route-util 0.335 \
    ys_sh_mux 0.0192 \
    grt_pass1_vias 1132 \
    ys_sh_adder 0.300 \
    endpoint_kind "output pin" \
    yosysChipArea_um2 1110 \
    required_ns 11.36 \
    grt_max_degree 11 \
    synth-cells-yosys 143 \
    hpwl_um 2760 \
    antenna_left 0 \
    flops 0 \
    synthTopCellsByArea "ha_1, xnor2_1, inv_1" \
    place_area_um2 1700 \
    critPathKind "input pin to output pin" \
    hold_buffers 0 \
    gr-usage-all-layers 0.0684 \
    crit_top_cell "xnor2_1" \
    top_area_frac 0.282 \
    cts_setup_buffers 0 \
    boundaryPins 53 \
    top_usage_layer "met2" \
    relSlewSlack 0.737 \
    row_count 26 \
    port_buffers 53 \
    grt_pass1_wl_um 5010 \
    viasPerCell 4.18 \
    p_per_area_nw_per_um2 73.6 \
    finalCriticalPeriod_ns 9.19 \
    drc 0 \
    met3_usage 0.0140 \
    synth-xor-area-share 0.158 \
]
-- cell type report --
type / count / area share
Inverter: 18 / 0.0398
Tap cell: 70 / 0.0515
Timing Repair Buffer: 53 / 0.312
Multi-Input combinational cell: 120 / 0.596
-- tightest hold or removal path, stage by stage --
cell and delay, ns:
clkdlybuf4s50_1 0.46, ha_1 0.14, clkdlybuf4s50_1 0.46
-- routing by layer --
metal | wire length, um | up-vias
met5 | 0 | -
met4 | 0 | 0
met3 | 161 | 0
met2 | 1390 | 28
met1 | 1490 | 458
li1 | - | 604
-- where the power goes --
part           switching (mW)  total [mW]  internal (mW)
clock                       0           0              0
combinational          0.0463       0.125         0.0787
sequential                  0           0              0
-- cell families after synthesis --
logic type / count (synthesis)
compound gates: 45
xor+xnor: 20
buf+inv: 23
simple gates: 27
fa+ha+maj: 26
mux: 2
-- per-stage QoR --
stage | hold WS (ns) | std cells | power [mW]
6_report | 6.74 | 261 | 0.125
5_1_grt | 6.79 | 261 | 0.139
4_1_cts | 6.76 | 261 | 0.128
3_5_place_dp | 6.75 | 261 | 0.128
3_3_place_gp | 6.74 | 261 | 0.128
2_1_floorplan | 5.77 | 143 | 0.0690
-- synth_stat cells, types with 2 or more instances --
cell type and n:
a211oi_1 2, a21o_1 7, a21o_2 2, a21oi_1 10
buf_2 3, ha_1 25, inv_1 17, nand2_1 8
nand3_1 2, nand4_1 2, nor2_1 7, o21a_1 2
o21ai_0 9, o31a_1 2, xnor2_1 13, xor2_1 7
-- path summary, 6_finish.rpt --
| check | start | end | slack, ns | depth (start not counted) |
|---|---|---|---|---|
| setup / recovery | X[0] | Parity | 5.01 | 15 |
| hold / removal | Y[0] | Z[0] | 6.74 | 3 |
Power is estimated from default activity; no workload was simulated.
